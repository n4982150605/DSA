--- ./run.sh ---
#!/bin/bash
# OpenROAD 26Q1-2900-gdf79404cd8, Yosys 0.63+post, stock flow scripts
make -C /OpenROAD-flow-scripts/flow DESIGN_CONFIG=/design/flow/config.mk WORK_HOME=/design/flow/orfs finish
--- ./config.mk ---
export PLATFORM = sky130hd
export DESIGN_NAME = core2float
export DESIGN_NICKNAME = core2float
export VERILOG_FILES = /design/flow/design.v
export SDC_FILE = /design/flow/constraint.sdc
export NUM_CORES = 4
export LEC_CHECK = 1
export CORE_UTILIZATION = 30
--- ./constraint.sdc ---
current_design core2float

set clk_period 8.5
set clk_io_pct 0.2

create_clock -name clk0 -period $clk_period [get_ports {clk_i}]

set non_clock_inputs [all_inputs -no_clocks]
set_input_delay [expr $clk_period * $clk_io_pct] -clock clk0 $non_clock_inputs
set_output_delay [expr $clk_period * $clk_io_pct] -clock clk0 [all_outputs]
--- ./design.v ---
`timescale 1ns / 1ps
module core2float #( parameter XLEN = 32, parameter AXI_ADDR_LEN = 8)
(
    input                 clk_i,
    input                 rst_i,
    (* mark_debug = "true" *)input [XLEN - 1 : 0]  pc_dsa,
    (* mark_debug = "true" *)input                 strobe_i,
    (* mark_debug = "true" *)input [XLEN-1 : 0]    dev_addr_i,
    (* mark_debug = "true" *)input                 rw_i,
    (* mark_debug = "true" *)input [XLEN/8-1 : 0]  byte_enable_i,
    (* mark_debug = "true" *)input [XLEN-1 : 0]    data_i,
    (* mark_debug = "true" *)output                data_ready_o,
    (* mark_debug = "true" *)output reg [XLEN-1 : 0]   data_o,
    (* mark_debug = "true" *)output reg                float_a_valid,
    (* mark_debug = "true" *)output reg [XLEN - 1 : 0] float_a_data,
    (* mark_debug = "true" *)output reg                float_b_valid,
    (* mark_debug = "true" *)output reg [XLEN - 1 : 0] float_b_data,
    (* mark_debug = "true" *)input                 float_result_valid,
    (* mark_debug = "true" *)input [XLEN - 1 : 0]  float_result,
    (* mark_debug = "true" *)output [XLEN - 1 : 0] float_c_data
);
wire             raddr;
(* mark_debug = "true" *)wire [14 - 1: 0] waddr;
assign raddr = (dev_addr_i[12 - 1 : 0] == 12'h8)? 1:0;
assign waddr = dev_addr_i[16 - 1 : 2];
(* mark_debug = "true" *)reg en;
reg write_done;
reg read_done;
reg  [XLEN-1 : 0] a_input_buffer_mem;
reg  [XLEN-1 : 0] b_input_buffer_mem;
reg  [XLEN-1 : 0] feeder_mem[0 : 1];
(* mark_debug = "true" *)integer count;
(* mark_debug = "true" *)reg PC_start;
(* mark_debug = "true" *)reg               comp;
(* mark_debug = "true" *)reg  [XLEN-1 : 0] comp_clock;
(* mark_debug = "true" *)reg               feed;
(* mark_debug = "true" *)reg  [XLEN-1 : 0] feeding_clock;
always @(posedge clk_i) begin
    if (rst_i)
    begin
        a_input_buffer_mem <= 32'b0;
        b_input_buffer_mem <= 32'b0;
        en <= 0;
        write_done <= 0;
        feed <= 0;
    end
    else if(strobe_i & rw_i)
    begin
        if(waddr == 12'h1) begin
            en <= 1;
            feed <= 0;
        end
        else if(waddr >= 12'h4 && waddr < 12'h400) begin
            case(byte_enable_i)
                4'b1000: begin
                    a_input_buffer_mem <= {data_i[31: 24],a_input_buffer_mem[23: 0]};
                end
                4'b0100: begin
                    a_input_buffer_mem <= {a_input_buffer_mem[31: 24],data_i[23: 16],a_input_buffer_mem[15: 0]};
                end
                4'b0010: begin
                    a_input_buffer_mem <= {a_input_buffer_mem[31: 16],data_i[15: 8],a_input_buffer_mem[7: 0]};
                end
                4'b0001: begin
                    a_input_buffer_mem <= {a_input_buffer_mem[31: 8],data_i[7: 0]};
                end
                4'b1111: begin
                    a_input_buffer_mem <= data_i;
                end
            endcase
           en <= 0;
           feed <= 1;
        end
        else if(waddr >= 12'h400) begin
            case(byte_enable_i)
                4'b1000: begin
                    b_input_buffer_mem <= {data_i[31: 24],b_input_buffer_mem[23: 0]};
                end
                4'b0100: begin
                    b_input_buffer_mem <= {b_input_buffer_mem[31: 24],data_i[23: 16],b_input_buffer_mem[15: 0]};
                end
                4'b0010: begin
                    b_input_buffer_mem <= {b_input_buffer_mem[31: 16],data_i[15: 8],b_input_buffer_mem[7: 0]};
                end
                4'b0001: begin
                    b_input_buffer_mem <= {b_input_buffer_mem[31: 8],data_i[7: 0]};
                end
                4'b1111: begin
                    b_input_buffer_mem <= data_i;
                end
            endcase
            en <= 0;
            feed <= 1;
        end
        write_done <= 1;
    end
    else begin
        en <= 0;
        write_done <= 0;
    end
end
assign float_c_data = (count == 1 || count == 0)? 32'b0 : feeder_mem[0];
always @(posedge clk_i) begin
    if (rst_i) begin
        float_a_valid <= 0;
        float_a_data <= 32'b0;
        float_b_valid <= 0;
        float_b_data <= 32'b0;
        count <= 0;
        feeder_mem[0] <= 32'b0;
        feeder_mem[1] <= 32'b0;
        comp <= 0;
    end
    else if(en) begin
        count <= count + 1;
        float_a_valid <= 1;
        float_a_data <= a_input_buffer_mem;
        float_b_valid <= 1;
        float_b_data <= b_input_buffer_mem;
        comp <= 1;
    end
    else begin
        float_a_valid <= 0;
        float_b_valid <= 0;
    end
    if(float_result_valid && ~rst_i) begin
            feeder_mem[0] <= float_result;
            feeder_mem[1] <= 1;
    end
    else if(strobe_i & ~rw_i & raddr == 0 && ~rst_i) begin
        feeder_mem[1] <= 0;
    end
    if(float_result_valid && ~rst_i && ~en) begin
            comp <= 0;
    end
    if(strobe_i & rw_i & waddr == 12'h3 & ~rst_i) begin
        count <= 0;
    end
end
always @(posedge clk_i) begin
    if(rst_i) begin
        read_done <= 0;
    end
    else begin
        if(strobe_i & ~rw_i)
        begin
            data_o <= feeder_mem[raddr]; 
            read_done <= 1;
        end
        else begin
            read_done <= 0;
        end
    end
end
assign data_ready_o = write_done | read_done;
always @(posedge clk_i) begin
    if (rst_i) begin
        PC_start <= 0;
    end
    else if(pc_dsa == 32'h80001f14) PC_start <= 1;
end
always @(posedge clk_i) begin
    if (rst_i) begin
        comp_clock <= 0;
        feeding_clock <= 0;
    end
    else if(PC_start == 1)begin
        if(comp == 1) comp_clock <= comp_clock + 1;
        if(feed == 1) feeding_clock <= feeding_clock + 1;
    end
end
endmodule
==> run_results.csv <==
group,metric,value,unit
worst_setup_path,arrival,2.51,ns
clock_network,path_clk_slew,0.06,ns
grt,grt_max_degree,91,
yosys,top_cell,"dfxtp_1",
clock_network,numCtsBuffers,27,
clock_network,cts-resized-gates,0,
route,drtAntennaViolNets,0,
grt,grt_pass1_wl,36260,um
clock_network,cts-htree-levels,1,
pwr,p_seq_share,47.1,%
sta,period_minus_slack,4.210,ns
floorplanning,rows,64,
route,drt_iter0_drc,410,
yosys,synth_seq_share,54.99,%
sta,hold_violations,0,
pwr,peakVddDrop,0.1371,mV
placement,post-dp-hpwl,15110,um
floorplanning,die_h,180.0,um
sta,skew,0.02118,ns
status,status,"finished clean",
placement,port_buffers,219,
worst_setup_path,required,6.80,ns
floorplanning,ios,268,
route,diodes,0,
sta,timing.hold.ws,0.4721,ns
route,wl_per_cell,14.80,um
yosys,netlist_top_cells_count,"165 x dfxtp_1, 113 x mux2i_1, 96 x nor2_1",
yosys,synth_flops,229,
yosys,synth_area,9502,um2
clock_network,cts_tree,"built",
grt,antenna_found_initial,0,
clock_network,cts_setup_buffers,0,
sta,fmax,237.6,MHz
route,via_per_inst,4.603,
floorplanning,chipArea,32390,um2
pwr,power_frac_comb,4.7,%
sta,finalSetupViolCount,0,
route,drt_wl_total,22470,um
finish,final_cell_area,13000,um2
sta,worst_pin_slew,0.7760,ns
pwr,power_leakage,4.506,nW
sta,rsz0062_at_grt,"false",
clock_network,clock-sinks,229,
clock_network,hold_buffers,0,
yosys,syn_avg_cell_area,10.59,um2
route,firstDrtPassIters,26,
yosys,netlist-cell-type-count,48,
route,num_vias,6988,
yosys,area_leaders,"dfxtp_1 35%, edfxtp_1 20%, mux2i_1 12%, and2_1 4.2%, nand2b_1 4.2%",
finish,drive_gt1_share,6.150,%
worst_setup_path,start_kind,"flip-flop",
finish,combGateArea,4006,um2
yosys,synth_stat.cells,897,
finish,seq_area,5229,um2
sta,slew_viol_final,0,
job,tool_warnings,75,
sta,maxSlewHeadroom,48.27,%
pwr,clkPwrFrac,48.2,%
sta,tns,0,ns
placement,placed_area,12090,um2
clock_network,cts_root_buffer,"clkbuf_16",
yosys,enable_flop_cells,64,
placement,pre_cts_slack,4.449,ns
yosys,yosysWarnings,2,
hold_path,hold_class,"reg2reg",
clock_network,clk_latency,0.54,ns
sta,fin_crit_sh,49.53,%
worst_setup_path,path_max_fanout,32,
grt,grt_pass1_vias,6726,
placement,globalplace.congestion,0.8252,
floorplanning,fp_util,30.74,%
yosys,synthCells,897,
floorplanning,core-area,30910,um2
route,drc,0,
worst_setup_path,crit_path_end_kind,"primary output",
job,drv_cap,0,
finish,fillers,2871,
grt,overflow,0,
yosys,ff_type,"dfxtp_1",
finish,syn2layout_area_growth,36.79,%
pwr,p_int,1.939,mW
grt,grt_usage,14.22,%
pwr,p_switching,0.4955,mW
sta,setup_slack,4.290,ns
yosys,yosys_area,9502,um2
clock_network,clock_path_buffers,3,
floorplanning,die_x,180.0,um
yosys,top_area_share,34.76,%
pwr,switching_share,20.35,%
yosys,postSynth.asyncResetShare,0,%
worst_setup_path,worst-setup-path-type,"reg2out",
yosys,top_area_cell,"dfxtp_1",
pwr,power_density,187.3,nW/um2
## path summary, 6_finish.rpt
| path | from | to | slack [ns] | cells past startpoint |
|---|---|---|---|---|
| worst min register to register | b_input_buffer_mem[6] | b_input_buffer_mem[6] | 0.47 | 2 |
| worst max register to register | count[0] | count[30] | 6.22 | 5 |
| worst min-delay path | b_input_buffer_mem[6] | b_input_buffer_mem[6] | 0.47 | 2 |
| worst max-delay path | count[2] | float_c_data[1] | 4.29 | 6 |
## kinds of logic (layout without fill, tap and decap cells)
group	after synthesis	count (layout)	share of synthesized area [%]
DFF	229	229	54.99
adders and majority gates	3	3	0.3951
xor gates and xnor gates	16	16	1.475
and+or+nand+nor	406	406	24.23
buffers and inverters	68	293	3.002
AOI/OAI and AO/OA	62	62	4.003
muxes	113	113	11.90
## registers in the layout, summed over array words and instances (netlist names)
name,count
a_input_buffer_mem,32
b_input_buffer_mem,32
count,32
data_o,32
en,1
feeder_mem,33
float_a_data,32
float_a_valid,1
float_b_data,32
read_done,1
write_done,1
## placed cells by master (no fill, tap or decap), types with 2 or more instances in the layout
cell	netlist	layout
clkdlybuf4s50_1	0	218
mux2i_1	113	113
xor2_1	5	5
nand2_1	23	23
clkbuf_16	0	28
and4_1	5	5
o211ai_1	2	2
and3_1	6	6
o21ai_0	26	26
nor2_1	96	96
a21oi_1	20	20
nor3_1	8	7
xnor2_1	11	11
bufinv_16	0	3
dfxtp_1	165	164
nand4b_1	2	2
nand2b_1	64	64
a211oi_2	1	2
nand3_1	22	22
buf_4	1	19
clkbuf_8	0	4
nand3b_1	16	16
nor4b_1	2	2
or4_1	16	16
nand4_1	16	16
inv_1	9	9
or2_2	2	2
o31ai_1	7	7
or3_1	11	11
clkbuf_1	37	10
ha_1	3	3
edfxtp_1	64	64
and2_1	64	64
nor4_1	12	12
nor2b_1	33	33
## worst max-delay path, cell delays in order (launching register included)
cell and delay [ns]:
dfxtp_1 0.40, nor4_1 0.29, nand4_1 0.18, nor3_2 0.21, buf_4 0.34, nor2b_1 0.09
clkdlybuf4s50_1 0.47
## final cells by class
type	instances	area share [%]
Clock buffer	42	6.103
Clock inverter	5	0.8856
Inverter	9	0.2599
Multi-Input combinational cell	600	30.82
Sequential cell	229	40.23
Tap cell	396	3.812
Timing Repair Buffer	237	17.89
## stage by stage
| step | instances | power, mW | utilization (%) |
|---|---|---|---|
| final | 1518 | 2.435 | 42.05 |
| after global placement | 1471 | 1.285 | 39.11 |
| after global routing | 1518 | 2.526 | 42.05 |
| after detailed placement | 1471 | 1.287 | 39.11 |
| after CTS | 1518 | 2.471 | 42.05 |
| after floorplan | 897 | 1.223 | - |
## metal layers
| layer | up-vias | track usage (%) | share of wire [%] |
|---|---|---|---|
| li1 | 3533 | - | - |
| met1 | 3229 | 20.36 | 44 |
| met2 | 193 | 22.15 | 45 |
| met3 | 33 | 4.251 | 8.8 |
| met4 | 0 | 2.483 | 1.9 |
| met5 | - | 0 | 0 |
## power by group through the flow
stage / clock network, mW / logic (mW) / registers, mW
after CTS: 1.21 / 0.116 / 1.15
after global routing: 1.25 / 0.124 / 1.15
final: 1.17 / 0.114 / 1.15
No activity file was given, so power comes from the tool's default toggle rates.
